## design.v

```verilog
module decoder (
    input clk,
    input rst,
    input i_en,
    input [15:0] i_head_flit,
    input [15:0] i_body_flit_1,   
    input [15:0] i_body_flit_2,   
    input [15:0] i_body_flit_3,   
    input [15:0] i_body_flit_4,   
    input [15:0] i_tail_flit,
    output [31:0] o_wdata,
    output [13:0] o_address,
    output o_read_write_enable,
    output reg o_en
);
    parameter s_IDLE   = 2'b00;
    parameter s_SAMPLE = 2'b01;
    parameter s_DECODE = 2'b10;
    parameter s_DRIVE  = 2'b11;
    reg [15:0] r_buffer[0:5];
    reg [1:0] r_state;
    reg r_sample_complete_flag;
    reg r_decode_complete_flag;
    reg [31:0] r_data;
    reg [13:0] r_address;
    reg r_rw;
    reg r_drive_complete_flag;
    always @(posedge clk or posedge rst) begin
        if (rst) begin
            r_state <= s_IDLE;
        end else begin
            case (r_state)
                s_IDLE: r_state <= (i_en) ? s_SAMPLE : s_IDLE;
                s_SAMPLE: r_state <= (r_sample_complete_flag) ? s_DECODE : s_SAMPLE;
                s_DECODE: r_state <= (r_decode_complete_flag) ? s_DRIVE : s_DECODE;
                s_DRIVE: r_state <= (r_drive_complete_flag) ? s_IDLE : s_DRIVE;
            endcase
        end
    end
    always @(posedge clk) begin
        case (r_state)
            s_IDLE: begin
                r_sample_complete_flag <= 0;
                r_decode_complete_flag <= 0;
                r_drive_complete_flag <= 0;
                o_en <= 0;
            end
            s_SAMPLE: begin
                r_buffer[1] <= i_body_flit_1;
                r_buffer[2] <= i_body_flit_2;
                r_buffer[3] <= i_body_flit_3;
                r_buffer[4] <= i_body_flit_4;
                r_sample_complete_flag <= 1;
            end
            s_DECODE: begin
                r_address <= r_buffer[1][15:2];
                r_rw <= r_buffer[1][1];
                r_data <= {r_buffer[2][15:1], r_buffer[3][15:1], r_buffer[4][15:14]};
                r_decode_complete_flag <= 1;
            end
            s_DRIVE: begin
                o_en <= 1;
                r_drive_complete_flag <= 1;
            end
        endcase
    end
    assign o_wdata = r_data;
    assign o_address = r_address;
    assign o_read_write_enable = r_rw;
endmodule
```

## run.sh

```bash
#!/bin/bash
# OpenROAD 26Q1-2900-gdf79404cd8, Yosys 0.63+post, stock flow scripts
make -C /OpenROAD-flow-scripts/flow DESIGN_CONFIG=/design/flow/config.mk WORK_HOME=/design/flow/orfs finish
```

## config.mk

```make
export PLATFORM = sky130hd
export DESIGN_NAME = decoder
export DESIGN_NICKNAME = decoder
export VERILOG_FILES = /design/flow/design.v
export SDC_FILE = /design/flow/constraint.sdc
export NUM_CORES = 4
export LEC_CHECK = 1
export CORE_UTILIZATION = 50
```

## constraint.sdc

```tcl
current_design decoder

set clk_period 3.9
set clk_io_pct 0.2

create_clock -name clk0 -period $clk_period [get_ports {clk}]

set non_clock_inputs [all_inputs -no_clocks]
set_input_delay [expr $clk_period * $clk_io_pct] -clock clk0 $non_clock_inputs
set_output_delay [expr $clk_period * $clk_io_pct] -clock clk0 [all_outputs]
```

==> out/metrics.yaml <==
floorplan:
  fp_util_pct: 51.95
  die_w_um: 80.67
  dieArea_um2: 6507
  core_area_um2: 5956
  rows: 28
  ios: 147
  die_h_um: 80.67
setup_path:
  cp_top_family: "buffers and inverters"
  path_cells: "clkdlybuf4s50_1"
  crit_buf_inv: 1
  worstSetupStartpointType: "register"
  worstSetupEndpointType: "primary output"
  worstPathArrival_ps: 1200
  cpMaxStageDelayCell: "clkdlybuf4s50_1"
  cp.required_ps: 3120
  r2r_start: "r_state[2]"
  path_class: "reg -> out"
  startpoint: "r_drive_complete_flag"
  path_max_fanout: 3
  cpPeakStageDelay_ps: 480
detailed_routing:
  wl_per_cell_um: 14.64
  drt_iter0_markers: 92
  drc: 0
  ant_nets: 0
  vias_per_cell: 4.603
  finalWirelength_um: 4496
  vias: 1413
  firstDrtPassIters: 4
  num_antenna_cells: 0
hold_path:
  hold_path_class: "reg -> reg"
  min_from: "r_buffer[2][2]"
global_routing:
  antenna_found_initial: 0
  gr-usage-all-layers_pct: 15.93
  overflow: 0
  grt_start_max_net_pins: 32
  first_global_vias: 1389
  grt_pass1_wl_um: 6699
timing:
  finalSetupViolCount: 0
  tightest_slew_ps: 443.4
  slew_violations: 0
  clock_skew_ps: 8.079
  setup-tns-final_ps: 0
  hold_violations: 0
  rsz0062_at_grt: "false"
  max_slew_margin_pct: 70.44
  max_clock_freq_mhz: 503.9
  min_period_ps: 1984
  period_used_pct: 50.88
final_layout:
  post-route-util_pct: 72.92
  drive_gt1_share_pct: 10.34
  area_growth_pct: 40.36
synth:
  ys_sh_aoi_pct: 1.132
  synth-xor-area-share_pct: 0
  synthDistinctLibCells: 7
  top_area_share_pct: 94.14
  ys_cells: 117
  synth_area_um2: 3094
  yosysTopAreaCell: "edfxtp_1"
  synthTopCellsByArea: "edfxtp_1 (94%), dfrtp_1 (2.4%), o21ai_2 (1.1%)"
  adder_share_pct: 0
  ys_sh_mux_pct: 0
  syn_area_per_cell_um2: 26.45
  synthCells: 117
  yosys_warnings: 2
  yosys_area_um2: 3094
  synth_seq_share_pct: 97.41
  numSynthFlops: 101
  simple_gate_share_pct: 0.8492
  logic_family: "AND-OR/OR-AND gates"
clock_tree:
  clkTransAtPathRegs_ps: 90
  clk_latency_ps: 340
  cts_tree: "built"
  cts_hold_buffers: 0
  cts_resized: 0
  cts-root-buf: "clkbuf_8"
  cts_sinks: 101
  numCtsBuffers: 9
  htreeDepth: 3
  cts_buffer_depth: 2
  postCtsSetupBuffers: 0
power:
  p_per_area_nw_per_um2: 606.5
  leakagePower_nw: 1.453
  peakVddDrop_uv: 419.4
place:
  gp_congestion: 0.7388
  io_buffers: 97
  dp_hpwl_um: 3087
outcome:
  outcome: "completed"
run:
  warnings: 75
  drv_cap: 0
final cells by class:
type	count	area, um2
Inverter	5	18.77
Tap cell	75	93.84
Multi-Input combinational cell	11	61.31
Fill cell	366	1613
Sequential cell	101	3017
Clock inverter	6	38.79
Clock buffer	10	127.6
Timing Repair Buffer	99	985.9
path summary, 6_finish.rpt:
check / end / slack [ps] / cells after the start
max in group asynchronous: r_state[0] / 3050 / 2
max reg2reg: r_sample_complete_flag / 2300 / 3
max: o_en / 1920 / 1
min: r_data[18] / 420 / 0
min in group asynchronous: r_state[1] / 620 / 2
min reg2reg: r_data[18] / 420 / 0
per-stage QoR:
step                hold WS [ps]  worst slack [ps]  cell area, um2  total power, mW  instances
finish                     419.0              1916            4343            2.634        307
global route               428.4              1837            4343            2.777        307
CTS                        424.6              1892            4343            2.669        307
detailed placement         404.5              2280            4177            2.125        291
global placement           400.1              2279            4177            2.102        291
floorplan                  400.3              2025            3094            1.745        117
power by group:
group          switching, mW  internal [mW]  leakage, nW
sequential             0.121           1.58        0.932
clock                  0.317          0.231       0.0841
combinational          0.112          0.277        0.437
per-layer routing:
| layer | vias up | track usage [%] | wire [um] |
|---|---|---|---|
| met2 | 82 | 19.92 | 1961 |
| li1 | 671 | - | - |
| met5 | - | 0 | 0 |
| met1 | 652 | 30.07 | 1875 |
| met3 | 8 | 8.535 | 587 |
| met4 | 0 | 3.036 | 72 |
logic make-up after synthesis:
family,after synthesis
compound gates,4
simple gates,7
buf+inv,5
flops,101
cells in the final DEF (no fill, tap or decap):
cell             instances
clkdlybuf4s50_1         97
clkinv_4                 1
clkinv_2                 2
edfxtp_1                97
inv_6                    1
clkbuf_8                 9
buf_4                    2
dfstp_2                  1
nand2_1                  7
dfrtp_1                  1
clkinv_1                 1
inv_2                    1
clkbuf_1                 1
o21ai_2                  4
clkinvlp_4               1
dfrtp_2                  2
inv_1                    4
Yosys cell counts:
cell type,number
inv_2,1
inv_1,4
o21ai_2,4
edfxtp_1,97
dfrtp_1,3
dfstp_2,1
nand2_1,7
worst reg2reg max path, cell delays in order, from the launching register on:
cell     delay, ps
dfrtp_2        650
buf_4          450
inv_1          140
nand2_1         90
sequential cells by signal, indices dropped and copies added, names as in the netlist:
signal / count
r_sample_complete_flag: 1
r_drive_complete_flag: 1
r_state: 4
r_buffer: 47
r_data: 32
r_address: 14
r_rw: 1
r_decode_complete_flag: 1
Power is estimated from default activity; no workload was simulated.
