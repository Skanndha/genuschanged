==> flow/design.v <==
module extractor (
    input clk,
    input rst,
    input [15:0] i_flit,
    output reg o_done,
    output reg [15:0] o_head_flit,
    output reg [15:0] o_body_flit_1,
    output reg [15:0] o_body_flit_2,
    output reg [15:0] o_body_flit_3,
    output reg [15:0] o_body_flit_4,
    output reg [15:0] o_tail_flit
);
    parameter BUFFER_DEPTH = 6;   
    parameter COUNT_WIDTH = $clog2(BUFFER_DEPTH);   
    parameter MAX_BODY_FLITS = 4;   
    parameter BODY_COUNT_WIDTH = $clog2(MAX_BODY_FLITS);   
    reg [COUNT_WIDTH-1:0] r_count;
    reg [15:0] r_buffer[0:BUFFER_DEPTH-1];
    always @(posedge clk or posedge rst) begin
        if (rst) begin
            r_count <= 0;
        end else if (r_count == BUFFER_DEPTH - 1) begin
            r_count <= 0;
        end else begin
            r_count <= r_count + 1;
        end
    end
    always @(posedge clk) begin
        r_buffer[r_count] <= i_flit;
    end
    always @(posedge clk) begin
        if (r_count == BUFFER_DEPTH - 1) begin
            o_head_flit   <= r_buffer[0];
            o_body_flit_1 <= r_buffer[1];
            o_body_flit_2 <= r_buffer[2];
            o_body_flit_3 <= r_buffer[3];
            o_body_flit_4 <= r_buffer[4];
            o_tail_flit   <= r_buffer[BUFFER_DEPTH-1];
            o_done <= 1;
        end else begin
            o_done <= 0;
        end
    end
endmodule
==> flow/run.sh <==
#!/bin/bash
# OpenROAD 26Q1-2900-gdf79404cd8, Yosys 0.63+post, stock flow scripts
make -C /OpenROAD-flow-scripts/flow DESIGN_CONFIG=/design/flow/config.mk WORK_HOME=/design/flow/orfs finish
==> flow/config.mk <==
export PLATFORM = sky130hd
export DESIGN_NAME = extractor
export DESIGN_NICKNAME = extractor
export VERILOG_FILES = /design/flow/design.v
export SDC_FILE = /design/flow/constraint.sdc
export NUM_CORES = 4
export LEC_CHECK = 1
export CORE_UTILIZATION = 30
==> flow/constraint.sdc <==
current_design extractor

set clk_period 4.4
set clk_io_pct 0.2

create_clock -name clk0 -period $clk_period [get_ports {clk}]

set non_clock_inputs [all_inputs -no_clocks]
set_input_delay [expr $clk_period * $clk_io_pct] -clock clk0 $non_clock_inputs
set_output_delay [expr $clk_period * $clk_io_pct] -clock clk0 [all_outputs]
==> flow_summary.yaml <==
# synthesis and place-and-route metrics
run_status:
  outcome: "finished, final reports clean"
grt:
  met3_usage_pct: 6.76
  gr-usage-met1_pct: 14.5
  antenna_found_initial: 0
  top_usage_layer: "met2"
  met2_usage_pct: 15.9
  globalRouteOverflowTotal: 0
  grt_usage_pct: 10.7
  grt_pass1_vias: 2538
  grt_start_max_net_pins: 91
  wire_length_of_the_first_global_routing_pass_um: 14600
setup_path:
  setup.worst_path.start_class: "flop"
  crit_buf_inv: 1
  timing.critical_path.slowest_cell_delay_ns: 0.48
  critical_path.slowest_cell: "sky130_fd_sc_hd__clkdlybuf4s50_1"
  worst_setup_path_end_kind: "primary output"
  worstPathArrival_ns: 1.26
  worst-r2r-cell-count: 2
  timing.rr.start: "r_count[2]"
  cpLargestDelayFamily: "buffers and inverters"
  cp_max_fo: 1
  setup.reg_to_reg.worst_slack_ns: 2.40
  crit_type: "reg2out"
  critical_path_required_ns: 3.52
  worstSetupPathDepth: 1
  critical_path.cell_chain: "clkdlybuf4s50_1"
  r2r_end: "r_buffer[4][11]"
routing:
  ant_nets: 0
  detailedRoute.firstIterationViolations: 126
  drc: 0
  antennaDiodeCount: 0
  totalWireLength_um: 9850
  routed_wire_length_per_instance_um: 15.7
  number_of_iterations_in_the_first_detailed_routing_pass: 4
  vias: 2429
  route.detailed.vias_per_inst: 3.88
sta:
  setup_viol: 0
  skew_ns: 0.00672
  clock.fmax_mhz: 466
  max_slew.worst_pin.slew_ns: 0.818
  whs_ns: 0.411
  timing_max_transition_violations_final: 0
  timing.final.hold_violations: 0
  fin_crit_ns: 2.14
  final_min_period_over_clock_period_pct: 48.7
  totalNegativeSetupSlack_ns: 0
  worst_slew_margin_rel_pct: 45.2
  grt_setup_unrepaired: "false"
cts:
  cts.htree.levels: 4
  cts_tree: "done"
  cts-buffers-inserted: 17
  insertion_delay_ns: 0.41
  clock_tree.buffer_depth: 2
  cts.reportedPaths.clkPinSlew_ns: 0.07
  cts-root-buf: "sky130_fd_sc_hd__clkbuf_16"
  clock_sinks: 196
  postCtsSetupRepairBufs: 0
  ctsHoldBuffers: 0
  post_cts_resized: 0
min_path:
  min-delay-path-class: "reg2reg"
  holdCritStartpoint: "r_buffer[1][12]"
  holdPathEnd: "o_body_flit_1[12]"
  min_path_cells: 0
run:
  warnings: 25
  cap_violations: 0
finish:
  layout-drive-gt1-share_pct: 11.6
  flow.area_growth_from_synthesis_pct: 35.8
  layout.filler_cells: 1666
power:
  p_leak_uw: 0.00260
  worst_ir_drop_vdd_v: 0.000244
  p_per_area_nw_per_um2: 440
synth:
  synth-seq-area-share_pct: 98.4
  postSynthAreaPerCell_um2: 28.2
  synth_stat.cells: 211
  asr_flop_ratio_synth_pct: 1.53
  synth_top_area_share_pct: 96.8
  synth_top_cells_by_count: "192 x sky130_fd_sc_hd__edfxtp_1, 5 x sky130_fd_sc_hd__nor3b_1, 3 x sky130_fd_sc_hd__dfrtp_1"
  synth.lib_cells_used.distinct: 12
  synthesis.instances: 211
  top_cell: "sky130_fd_sc_hd__edfxtp_1"
  yosys-stat-area_um2: 5960
  number_of_warning_messages_in_the_yosys_log: 1
  postSynth.topFlopCell: "sky130_fd_sc_hd__edfxtp_1"
  synth.top_cells.by_area: "sky130_fd_sc_hd__edfxtp_1 97%, sky130_fd_sc_hd__dfrtp_1 1.3%, sky130_fd_sc_hd__nor3b_1 0.63%"
  synth-seq-cells: 196
  post_synth_instance_area_um2: 5960
  post_synth_edffs: 192
  yosys.area.top_type: "sky130_fd_sc_hd__edfxtp_1"
placed_design:
  port_buffers: 114
  finalWeightedCongestion: 0.748
  detailedPlacementHpwl_um: 5900
floorplan:
  floorplan.die_area_um2: 20400
  fp_util_pct: 30.6
  core_area_um2: 19500
  chipWidth_um: 143
  top_level_ports: 115
  rows: 51
  die-height_um: 143
==> worst max path at each step <==
stage,start,end,slack [ns]
4_1_cts,o_tail_flit[11],o_tail_flit[11],2.23
5_1_grt,o_body_flit_3[14],o_body_flit_3[14],2.20
6_report,o_tail_flit[11],o_tail_flit[11],2.26
==> flip-flops by register name, summed over array words and instances (netlist names) <==
name and flops:
r_buffer 96, o_done 1, o_body_flit_1 16, r_count 3, o_body_flit_2 16, o_body_flit_4 16, o_body_flit_3 16, o_head_flit 16
o_tail_flit 16
==> cells in the final DEF (no fill, tap or decap), drive strengths merged <==
cell and instances:
edfxtp 192, dfrtp 3, a21o 1, clkbuf 19
dfxtp 1, clkinv 4, mux2i 1, inv 4
clkdlybuf4s50 114, buf 7, nor3b 6, nor3 1
bufinv 2, nor2 1, nand2 1, clkinvlp 4
==> kinds of logic (layout without fill, tap and decap cells) <==
group	after synthesis	after routing	share of synthesized area, %
mux	1	1	0.168
compound gates	1	1	0.126
flops	196	196	98.4
buf+inv	4	154	0.294
simple gates	9	9	1.05
==> metal layers <==
metal	vias to the layer above	part of all wire, %
li1	1126	-
met1	1166	40
met2	130	47
met3	7	12
met4	0	1.1
met5	-	0
==> where the power goes <==
part	switching, µW	internal (µW)
registers	4.09	2050
clock network	631	836
logic	12.4	25.2
total	648	2910
==> metrics by stage <==
| stage | setup WS, ns | utilization, % | instances | power [µW] | instance area (µm²) |
|---|---|---|---|---|---|
| floorplan | 0.979 | - | 211 | 2090 | 5970 |
| finish | 2.26 | 41.6 | 626 | 3560 | 8090 |
| detailed placement | 2.36 | 38.7 | 595 | 2130 | 7530 |
| global route | 2.20 | 41.6 | 626 | 3680 | 8090 |
| CTS | 2.23 | 41.6 | 626 | 3600 | 8090 |
| global placement | 2.39 | 38.7 | 595 | 2130 | 7530 |
==> layout make-up <==
class / instances / area, µm² / share of cell area (%)
Clock inverter: 12 / 133 / 1.64
Sequential cell: 196 / 5860 / 72.4
Timing Repair Buffer: 121 / 1210 / 14.9
Clock buffer: 19 / 433 / 5.35
Tap cell: 265 / 332 / 4.10
Inverter: 2 / 7.51 / 0.0928
Multi-Input combinational cell: 11 / 120 / 1.48
Power is estimated from default activity; no workload was simulated.
